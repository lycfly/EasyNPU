## flow/config.mk

```make
export PLATFORM = sky130hd
export DESIGN_NAME = pe_unit
export DESIGN_NICKNAME = pe_unit
export VERILOG_FILES = /design/flow/design.v
export SDC_FILE = /design/flow/constraint.sdc
export NUM_CORES = 4
export LEC_CHECK = 1
export CORE_UTILIZATION = 30
```

## flow/constraint.sdc

```tcl
current_design pe_unit

set clk_period 26.0
set clk_io_pct 0.2

create_clock -name clk0 -period $clk_period [get_ports {clk}]

set non_clock_inputs [all_inputs -no_clocks]
set_input_delay [expr $clk_period * $clk_io_pct] -clock clk0 $non_clock_inputs
set_output_delay [expr $clk_period * $clk_io_pct] -clock clk0 [all_outputs]
```

## flow/design.v

```verilog
`timescale 1ns/1ps
module pe_unit (
  input               pe_weight_in_valid,
  input      [7:0]    pe_weight_in_payload,
  input               pe_ifmap_in_valid,
  input      [7:0]    pe_ifmap_in_payload,
  input               pe_bias_in_valid,
  input      [31:0]   pe_bias_in_payload,
  input               pe_shift_scale_valid,
  input      [7:0]    pe_shift_scale_payload,
  output              pe_ofmap_out_valid,
  output     [7:0]    pe_ofmap_out_payload,
  input               pe_ctrl_ps_back_en,
  input      [6:0]    pe_ctrl_ps_waddr,
  input      [6:0]    pe_ctrl_ps_raddr,
  input               pe_ctrl_ps_wr,
  input               pe_ctrl_ps_rd,
  input               pe_ctrl_ps_allow_rd,
  input               pe_ctrl_ps_pinA_bias_en,
  input               pe_ctrl_ps_pinB_bias_en,
  input               pe_ctrl_byp_mul_en,
  input               pe_ctrl_maxpool_en,
  input               pe_ctrl_bias_mul_en,
  input               pe_ctrl_ps_scale_en,
  output              pe_flags_ps_rd_ready,
  output              pe_flags_ps_wr_ready,
  input               clk,
  input               resetn
);
  wire       [31:0]   Ps_rgfile_wdata;
  wire       [15:0]   Multiplier_dout;
  wire                Multiplier_finish;
  wire                Multiplier_dout_vld;
  wire       [31:0]   Adder_result;
  wire       [31:0]   qnt_quant_data;
  wire       [31:0]   Ps_rgfile_rdata;
  wire       [31:0]   tmp_ps_rf_rdata_payload;
  wire       [31:0]   tmp_ps_rf_rdata_payload_1;
  reg        [7:0]    Mula;
  reg        [7:0]    Mulb;
  wire                MA_AfterMux_valid;
  wire       [7:0]    MA_AfterMux_payload;
  wire                MB_AfterMux_valid;
  wire       [7:0]    MB_AfterMux_payload;
  wire                bias_Mul_valid;
  wire       [7:0]    bias_Mul_payload;
  wire                Mul_out_valid;
  wire       [15:0]   Mul_out_payload;
  wire                Mul_finish;
  reg                 MA_AfterMux_valid_regNext;
  wire                adder_out_valid;
  wire       [31:0]   adder_out_payload;
  wire       [31:0]   mul_out_ext;
  wire       [31:0]   adder_pinB;
  wire       [31:0]   adder_pinA;
  wire                ps_rf_rdata_valid;
  wire       [31:0]   ps_rf_rdata_payload;
  wire                ps_true_rd_en;
  reg                 ps_true_rd_en_regNext;
  assign tmp_ps_rf_rdata_payload = Ps_rgfile_rdata;
  assign tmp_ps_rf_rdata_payload_1 = 32'h0;
  multiplier_wrap Multiplier (
    .dinA     (Mula[7:0]                ),  
    .dinB     (Mulb[7:0]                ),  
    .din_vld  (MA_AfterMux_valid_regNext),  
    .dout     (Multiplier_dout[15:0]    ),  
    .finish   (Multiplier_finish        ),  
    .dout_vld (Multiplier_dout_vld      ),  
    .clk      (clk                      ),  
    .resetn   (resetn                   )   
  );
  adder_unit Adder (
    .pinA       (adder_pinA[31:0]  ),  
    .pinB       (adder_pinB[31:0]  ),  
    .maxpool_en (pe_ctrl_maxpool_en),  
    .result     (Adder_result[31:0])   
  );
  QNT_unit qnt (
    .enable      (pe_ctrl_ps_scale_en        ),  
    .indata      (adder_out_payload[31:0]    ),  
    .shift_scale (pe_shift_scale_payload[7:0]),  
    .quant_data  (qnt_quant_data[31:0]       )   
  );
  Ram1r1w Ps_rgfile (
    .rd     (ps_true_rd_en        ),  
    .wr     (pe_ctrl_ps_wr        ),  
    .waddr  (pe_ctrl_ps_waddr[6:0]),  
    .raddr  (pe_ctrl_ps_raddr[6:0]),  
    .wdata  (Ps_rgfile_wdata[31:0]),  
    .rdata  (Ps_rgfile_rdata[31:0]),  
    .clk    (clk                  ),  
    .resetn (resetn               )   
  );
  assign bias_Mul_valid = pe_bias_in_valid;
  assign bias_Mul_payload = pe_bias_in_payload[7 : 0];
  assign MA_AfterMux_valid = (pe_ctrl_ps_back_en ? pe_ofmap_out_valid : pe_ifmap_in_valid);
  assign MA_AfterMux_payload = (pe_ctrl_ps_back_en ? pe_ofmap_out_payload : pe_ifmap_in_payload);
  assign MB_AfterMux_valid = (pe_ctrl_bias_mul_en ? bias_Mul_valid : pe_weight_in_valid);
  assign MB_AfterMux_payload = (pe_ctrl_bias_mul_en ? bias_Mul_payload : pe_weight_in_payload);
  assign pe_flags_ps_rd_ready = MA_AfterMux_valid;
  assign Mul_finish = Multiplier_finish;
  assign Mul_out_payload = Multiplier_dout;
  assign Mul_out_valid = Multiplier_dout_vld;
  assign pe_flags_ps_wr_ready = Mul_finish;
  assign mul_out_ext = {{16{Mul_out_payload[15]}}, Mul_out_payload};
  assign adder_out_payload = Adder_result;
  assign adder_out_valid = Mul_out_valid;
  assign adder_pinA = (pe_ctrl_ps_pinA_bias_en ? pe_bias_in_payload : mul_out_ext);
  assign ps_true_rd_en = (pe_ctrl_ps_rd && pe_ctrl_ps_allow_rd);
  assign Ps_rgfile_wdata = qnt_quant_data;
  assign ps_rf_rdata_payload = (ps_true_rd_en ? tmp_ps_rf_rdata_payload : tmp_ps_rf_rdata_payload_1);
  assign ps_rf_rdata_valid = ps_true_rd_en_regNext;
  assign adder_pinB = (pe_ctrl_ps_pinB_bias_en ? pe_bias_in_payload : ps_rf_rdata_payload);
  assign pe_ofmap_out_valid = ps_rf_rdata_valid;
  assign pe_ofmap_out_payload = ps_rf_rdata_payload[7 : 0];
  always @(posedge clk or negedge resetn) begin
    if(!resetn) begin
      Mula <= 8'h0;
      Mulb <= 8'h0;
      MA_AfterMux_valid_regNext <= 1'b0;
      ps_true_rd_en_regNext <= 1'b0;
    end else begin
      if(MA_AfterMux_valid) begin
        Mula <= MA_AfterMux_payload;
      end
      if(MB_AfterMux_valid) begin
        Mulb <= MB_AfterMux_payload;
      end
      MA_AfterMux_valid_regNext <= MA_AfterMux_valid;
      ps_true_rd_en_regNext <= ps_true_rd_en;
    end
  end
endmodule
module Ram1r1w (
  input               rd,
  input               wr,
  input      [6:0]    waddr,
  input      [6:0]    raddr,
  input      [31:0]   wdata,
  output     [31:0]   rdata,
  input               clk,
  input               resetn
);
  wire       [31:0]   ram_readData;
  regMem1r1w ram (
    .writeValid (wr                ),  
    .readValid  (rd                ),  
    .waddress   (waddr[6:0]        ),  
    .raddress   (raddr[6:0]        ),  
    .writeData  (wdata[31:0]       ),  
    .readData   (ram_readData[31:0]),  
    .clk        (clk               ),  
    .resetn     (resetn            )   
  );
  assign rdata = ram_readData;
endmodule
module QNT_unit (
  input               enable,
  input      [31:0]   indata,
  input      [7:0]    shift_scale,
  output     [31:0]   quant_data
);
  wire       [31:0]   roundtoinf_indata;
  wire       [7:0]    roundtoinf_roundbits;
  wire       [31:0]   roundtoinf_outdata;
  wire       [7:0]    tmp_scale_abs;
  wire       [7:0]    tmp_scale_abs_1;
  wire       [7:0]    tmp_scale_abs_2;
  wire       [0:0]    tmp_scale_abs_3;
  wire       [31:0]   tmp_indata_after_shift;
  wire       [31:0]   tmp_indata_after_round;
  wire                isSign;
  wire       [7:0]    scale_abs;
  wire       [31:0]   indata_after_shift;
  wire       [31:0]   indata_after_round;
  assign tmp_scale_abs = (shift_scale[7] ? tmp_scale_abs_1 : shift_scale);
  assign tmp_scale_abs_1 = (~ shift_scale);
  assign tmp_scale_abs_3 = shift_scale[7];
  assign tmp_scale_abs_2 = {7'd0, tmp_scale_abs_3};
  assign tmp_indata_after_shift = ($signed(indata) <<< scale_abs);
  assign tmp_indata_after_round = roundtoinf_outdata;
  RoundToInf_unit roundtoinf (
    .indata    (roundtoinf_indata[31:0]  ),  
    .roundbits (roundtoinf_roundbits[7:0]),  
    .outdata   (roundtoinf_outdata[31:0] )   
  );
  assign isSign = shift_scale[7];
  assign scale_abs = (tmp_scale_abs + tmp_scale_abs_2);
  assign indata_after_shift = (isSign ? indata : tmp_indata_after_shift);
  assign roundtoinf_indata = indata_after_shift;
  assign roundtoinf_roundbits = (isSign ? scale_abs : 8'h0);
  assign indata_after_round = (enable ? tmp_indata_after_round : indata);
  assign quant_data = indata_after_round;
endmodule
module adder_unit (
  input      [31:0]   pinA,
  input      [31:0]   pinB,
  input               maxpool_en,
  output     [31:0]   result
);
  wire       [31:0]   tmp_adder_pinA;
  wire       [31:0]   tmp_adder_pinB;
  wire       [31:0]   tmp_comp_pinA;
  wire       [31:0]   tmp_comp_pinB;
  wire       [31:0]   adder_pinA;
  wire       [31:0]   adder_pinB;
  wire       [31:0]   adder_sum;
  wire       [31:0]   comp_pinA;
  wire       [31:0]   comp_pinB;
  wire       [31:0]   comp_res;
  wire                AgtB;
  assign tmp_adder_pinA = 32'h0;
  assign tmp_adder_pinB = 32'h0;
  assign tmp_comp_pinA = 32'h0;
  assign tmp_comp_pinB = 32'h0;
  assign adder_pinA = (maxpool_en ? tmp_adder_pinA : pinA);
  assign adder_pinB = (maxpool_en ? tmp_adder_pinB : pinB);
  assign adder_sum = ($signed(adder_pinA) + $signed(adder_pinB));
  assign AgtB = ($signed(comp_pinB) < $signed(comp_pinA));
  assign comp_pinA = (maxpool_en ? pinA : tmp_comp_pinA);
  assign comp_pinB = (maxpool_en ? pinB : tmp_comp_pinB);
  assign comp_res = (AgtB ? comp_pinA : comp_pinB);
  assign result = (maxpool_en ? comp_res : adder_sum);
endmodule
module multiplier_wrap (
  input      [7:0]    dinA,
  input      [7:0]    dinB,
  input               din_vld,
  output     [15:0]   dout,
  output              finish,
  output              dout_vld,
  input               clk,
  input               resetn
);
  wire       [15:0]   mul_dout;
  wire                mul_dout_vld;
  SimpleSignedMul mul (
    .dinA     (dinA[7:0]     ),  
    .dinB     (dinB[7:0]     ),  
    .din_vld  (din_vld       ),  
    .dout     (mul_dout[15:0]),  
    .dout_vld (mul_dout_vld  ),  
    .clk      (clk           ),  
    .resetn   (resetn        )   
  );
  assign dout = mul_dout;
  assign dout_vld = mul_dout_vld;
  assign finish = din_vld;
endmodule
module regMem1r1w (
  input               writeValid,
  input               readValid,
  input      [6:0]    waddress,
  input      [6:0]    raddress,
  input      [31:0]   writeData,
  output     [31:0]   readData,
  input               clk,
  input               resetn
);
  reg        [31:0]   tmp_mem_port1;
  reg [31:0] mem [0:127];
  always @(posedge clk) begin
    if(writeValid) begin
      mem[waddress] <= writeData;
    end
  end
  always @(posedge clk) begin
    if(readValid) begin
      tmp_mem_port1 <= mem[raddress];
    end
  end
  assign readData = tmp_mem_port1;
endmodule
module RoundToInf_unit (
  input      [31:0]   indata,
  input      [7:0]    roundbits,
  output     [31:0]   outdata
);
  wire       [4:0]    tmp_decide_bit;
  wire       [31:0]   tmp_outdata;
  wire       [31:0]   tmp_outdata_1;
  wire       [31:0]   tmp_outdata_2;
  wire       [31:0]   tmp_outdata_3;
  wire       [4:0]    roundbit;
  wire                isZero;
  wire       [31:0]   decide_bit;
  assign tmp_decide_bit = (roundbit - 5'h01);
  assign tmp_outdata = ($signed(tmp_outdata_1) + $signed(tmp_outdata_3));
  assign tmp_outdata_1 = ($signed(tmp_outdata_2) >>> roundbit);
  assign tmp_outdata_2 = indata;
  assign tmp_outdata_3 = decide_bit;
  assign roundbit = roundbits[4:0];
  assign isZero = (roundbits == 8'h0);
  assign decide_bit = {31'h0,indata[tmp_decide_bit]};
  assign outdata = (isZero ? indata : tmp_outdata);
endmodule
module SimpleSignedMul (
  input      [7:0]    dinA,
  input      [7:0]    dinB,
  input               din_vld,
  output     [15:0]   dout,
  output              dout_vld,
  input               clk,
  input               resetn
);
  wire       [15:0]   mul_io_dout;
  wire                mul_io_dout_vld;
  SignMultiplier mul (
    .io_dinA     (dinA[7:0]        ),  
    .io_dinB     (dinB[7:0]        ),  
    .io_din_vld  (din_vld          ),  
    .io_dout     (mul_io_dout[15:0]),  
    .io_dout_vld (mul_io_dout_vld  ),  
    .clk         (clk              ),  
    .resetn      (resetn           )   
  );
  assign dout = mul_io_dout;
  assign dout_vld = mul_io_dout_vld;
endmodule
module SignMultiplier (
  input      [7:0]    io_dinA,
  input      [7:0]    io_dinB,
  input               io_din_vld,
  output     [15:0]   io_dout,
  output              io_dout_vld,
  input               clk,
  input               resetn
);
  reg        [15:0]   Result;
  reg                 dout_vld_reg;
  assign io_dout = Result;
  assign io_dout_vld = dout_vld_reg;
  always @(posedge clk or negedge resetn) begin
    if(!resetn) begin
      Result <= 16'h0;
      dout_vld_reg <= 1'b0;
    end else begin
      dout_vld_reg <= io_din_vld;
      if(io_din_vld) begin
        Result <= ($signed(io_dinA) * $signed(io_dinB));
      end
    end
  end
endmodule
```

## flow/run.sh

```bash
#!/bin/bash
# OpenROAD 26Q1-2900-gdf79404cd8, Yosys 0.63+post, stock flow scripts
make -C /OpenROAD-flow-scripts/flow DESIGN_CONFIG=/design/flow/config.mk WORK_HOME=/design/flow/orfs finish
```

==> impl_metrics.ini <==
; yosys + openroad results
[floorplanning]
chip_area_sq_mm = 0.585
pin_count = 97
dieWidth_um = 765
rows = 279
die_h_um = 765
core_region_area_sq_mm = 0.578
fp_util_pct = 30.2

[flow_run]
maxCapViolCount = 0
tool_warnings = 33

[detailed_routing]
drt_iter0_drc = 6597
routed_wl_mm = 507
via_per_inst = 5.25
vias = 90100
first_pass_iters = 6
drc = 0
wl_per_cell_um = 29.5
antenna_left = 0

[status]
status = completed

[synthesis]
yosysUniqueCellTypes = 121
synth_flops = 4162
ys.warnings.count = 3
common_cells = edfxtp_1, mux4_2, nor2_1
synth-edff-count = 4128
synthTopCellsByArea = edfxtp_1, mux4_2, nor2_1
top_cell = edfxtp_1
synth_area_per_cell_sq_um = 20.2
postSynthCellCount = 8653
synthArstFlopShare_pct = 0.817
ys_cells = 8653
ys_area_sq_mm = 0.175
postSynthSeqShare_pct = 71.5
top_area_share_pct = 71.0
synthesis.area_sq_mm = 0.175
flop_cell = edfxtp_1
largest_area_cell = edfxtp_1

[timing]
rsz0062_at_grt = false
final.setup.tns_ns = 0
fmax_ghz = 0.0573
hold_violations = 0
setup_viol = 0
tightest_slew_ns = 0.974
max_slew_margin_pct = 34.7
fin_crit_sh_pct = 67.1
fin_crit_ns = 17.45
drv_slew = 0
finClkSkew_ns = 0.0726

[layout]
stdcell_area_sq_mm = 0.201
nFillCells = 52700
syn2layout_area_growth_pct = 15.2
drive_above_1_share_pct = 28.5

[setup_path]
crit_path_max_fanout = 65
worstPathRequired_ns = 26.65
crit_slowest_cell = nor4_2
start_kind = input port
cp_slowest_stage_delay_ns = 0.78
crit_path_end_kind = flip-flop
crit_arrival_ns = 18.10
r2r_slack_ns = 13.80
critical_path_class = in2reg
crit_start = pe_ctrl_ps_allow_rd
r2r-start = Multiplier.mul.mul.Result[15]$_DFFE_PN0P_
path_common_cell = buf_4

[global_routing]
grt.overflow.total = 0
grt_pass1_vias = 98100
antenna_found_initial = 28
grt_pass1_wl_mm = 716
grt_max_degree = 126
grt_usage_pct = 18.5

[clocking]
cts_hold_buf = 0
clock_latency_ns = 0.99
cts_buffers = 414
cts.sink_count = 4162
cts-htree-levels = 5
postCtsSetupBuffers = 0
cts_resized = 0
cts_tree = yes
clock_path_buffers = 4
clkTransAtPathRegs_ns = 0.06
cts_root_buf = clkbuf_16

[pwr]
power.density_mw_per_mm2 = 83.8
ir_drop_mv = 0.0717
p_leak_nw = 62.1

[placement]
place.gp.congestion = 0.938
dpl.hpwl_mm = 311
portBuffers = 94
dpl-instance-area_sq_mm = 0.188

[worst_hold_path]
min-delay-start = Multiplier.mul.mul.Result[6]$_DFFE_PN0P_
hold_class = reg2reg
==> layer usage <==
| metal | vias up | global-route usage (%) | routed length (um) |
|---|---|---|---|
| li1 | 37300 | - | - |
| met1 | 45600 | 19.9 | 158000 |
| met2 | 6327 | 27.6 | 235000 |
| met3 | 824 | 15.5 | 94900 |
| met4 | 36 | 4.78 | 16900 |
| met5 | - | 1.24 | 1070 |
==> final timing paths <==
| check | end | depth (start not counted) |
|---|---|---|
| max in group asynchronous | Mula[6]$_DFFE_PN0P_ | 2 |
| min in group asynchronous | Multiplier.mul.mul.Result[14]$_DFFE_PN0P_ | 2 |
| hold / removal | Multiplier.mul.mul.Result[6]$_DFFE_PN0P_ | 1 |
| hold reg to reg | Multiplier.mul.mul.Result[6]$_DFFE_PN0P_ | 1 |
| setup reg to reg | Ps_rgfile.ram.mem[46][31]$_DFFE_PP_ | 31 |
| setup / recovery | Ps_rgfile.ram.mem[46][31]$_DFFE_PP_ | 34 |
==> placed cells by master (no fill, tap or decap), types with 29 or more instances in the layout <==
cell	count
nor3_1	81
fa_1	56
o22ai_1	37
and2_1	67
mux2i_1	59
mux2_2	67
edfxtp_1	4128
nand4_1	44
nand2b_1	45
nand2_1	300
clkbuf_1	71
bufinv_16	42
clkdlybuf4s50_1	84
o211ai_1	52
a21o_1	35
clkinv_1	104
a21oi_1	193
nor2_4	119
clkbuf_16	416
nor2_1	341
nand3_1	78
mux4_2	1352
o21ai_0	115
a211oi_1	49
buf_4	399
a31oi_1	34
clkinv_2	81
xnor2_1	38
inv_1	114
o31ai_1	29
ha_1	98
dfrtp_1	34
==> worst max-delay path, delay by kind of cell <==
| kind | cells | cell delay (ns) |
|---|---|---|
| AOI/OAI and AO/OA | 12 | 3.34 |
| adders and majority gates | 2 | 0.36 |
| buffers and inverters | 8 | 3.62 |
| muxes | 1 | 0.74 |
| and+or+nand+nor | 11 | 4.61 |
==> cell families after synthesis <==
| group | count (synthesis) | synth area share, % |
|---|---|---|
| flip-flops | 4162 | 71.5 |
| multiplexers | 1483 | 18.3 |
| XOR/XNOR | 61 | 0.306 |
| AND-OR/OR-AND | 900 | 3.69 |
| adder cells (fa/ha/maj) | 155 | 1.35 |
| AND/OR/NAND/NOR | 1278 | 3.51 |
| buffers and inverters | 614 | 1.38 |
==> state kept, by name, indices dropped and copies added (netlist names) <==
register                     cells
Ps_rgfile.ram.mem             4096
Mulb                             8
Ps_rgfile.ram.tmp_mem_port1     32
ps_true_rd_en_regNext            1
Mula                             8
MA_AfterMux_valid_regNext        1
Multiplier.mul.mul.Result       16
==> where the power goes <==
group / total, mW / internal, mW / switching [mW]
combinational: 2.93 / 0.894 / 2.03
clock: 5.86 / 3.36 / 2.50
sequential: 8.06 / 8.03 / 0.0305
==> layout make-up <==
class | instances | area [sq um] | share of cell area, %
clock buffers | 487 | 10700 | 5.31
multi-input cells | 3877 | 48700 | 24.2
inverters | 119 | 447 | 0.222
repair buffers | 496 | 4040 | 2.01
clock inverters | 277 | 2710 | 1.35
well taps | 7727 | 9670 | 4.81
diodes | 13 | 32.5 | 0.0162
flip-flops and latches | 4162 | 125000 | 62.1
==> metrics by stage <==
step,setup slack (ns),std cells,util (%),power (mW),hold slack (ns)
after floorplan,6.28,8653,-,10.1,0.477
final,8.55,17200,34.8,16.9,0.519
after CTS,8.97,17100,34.8,17.0,0.519
after global placement,8.12,16400,32.4,11.1,0.502
after global routing,8.18,17200,34.8,17.5,0.536
after detailed placement,8.00,16400,32.4,11.1,0.502
No activity file was given, so power comes from the tool's default toggle rates.
